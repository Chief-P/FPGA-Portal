[flow/design.v]
`timescale 1ns / 1ps
module Seg7Decode(
	input [31:0] hex, input [7:0] point, input [7:0] LE,
	output [63:0] pattern
);
	wire [63:0] digits;
	SegmentDecoder
		U0(.hex(hex[ 3: 0]), .segment(digits[ 6: 0])),
		U1(.hex(hex[ 7: 4]), .segment(digits[14: 8])),
		U2(.hex(hex[11: 8]), .segment(digits[22:16])),
		U3(.hex(hex[15:12]), .segment(digits[30:24])),
		U4(.hex(hex[19:16]), .segment(digits[38:32])),
		U5(.hex(hex[23:20]), .segment(digits[46:40])),
		U6(.hex(hex[27:24]), .segment(digits[54:48])),
		U7(.hex(hex[31:28]), .segment(digits[62:56]));
	assign {digits[63], digits[55], digits[47], digits[39], digits[31], digits[23], digits[15], digits[7]} = ~point;
	assign pattern[ 7: 0] = digits[ 7: 0] | {8{LE[0]}};
	assign pattern[15: 8] = digits[15: 8] | {8{LE[1]}};
	assign pattern[23:16] = digits[23:16] | {8{LE[2]}};
	assign pattern[31:24] = digits[31:24] | {8{LE[3]}};
	assign pattern[39:32] = digits[39:32] | {8{LE[4]}};
	assign pattern[47:40] = digits[47:40] | {8{LE[5]}};
	assign pattern[55:48] = digits[55:48] | {8{LE[6]}};
	assign pattern[63:56] = digits[63:56] | {8{LE[7]}};
endmodule
`timescale 1ns / 1ps
module Seg7Device(
	input clkIO, input [1:0] clkScan, input clkBlink,
	input [31:0] data, input [7:0] point, input [7:0] LES,
	output [3:0] sout, output reg [7:0] segment, output reg [3:0] anode
);
	wire [63:0] dispData;
	wire [31:0] dispPattern;
	Seg7Decode U0(.hex(data), .point(point),
		.LE(LES & {8{clkBlink}}), .pattern(dispData));
	Seg7Remap U1(.I(data), .O(dispPattern));
	ShiftReg #(.WIDTH(64)) U2(.clk(clkIO), .pdata(dispData), .sout(sout));
	always @*
		case(clkScan)
		2'b00: begin segment <= ~dispPattern[ 7: 0]; anode <= 4'b1110; end
		2'b01: begin segment <= ~dispPattern[15: 8]; anode <= 4'b1101; end
		2'b10: begin segment <= ~dispPattern[23:16]; anode <= 4'b1011; end
		2'b11: begin segment <= ~dispPattern[31:24]; anode <= 4'b0111; end
		endcase
endmodule
`timescale 1ns / 1ps
module Seg7Remap(
	input [31:0] I, output [31:0] O
);
	assign O[ 7: 0] = {I[24], I[12], I[5], I[17], I[25], I[16], I[4], I[0]};
	assign O[15: 8] = {I[26], I[13], I[7], I[19], I[27], I[18], I[6], I[1]};
	assign O[23:16] = {I[28], I[14], I[9], I[21], I[29], I[20], I[8], I[2]};
	assign O[31:24] = {I[30], I[15], I[11],I[23], I[31], I[22], I[10],I[3]};
endmodule
`timescale 1ns / 1ps
module SegmentDecoder(
	input [3:0] hex, output reg [6:0] segment
);
	always @*
	begin
		case(hex)
			4'h0: segment[6:0] <= 7'b1000000;
			4'h1: segment[6:0] <= 7'b1111001;
			4'h2: segment[6:0] <= 7'b0100100;
			4'h3: segment[6:0] <= 7'b0110000;
			4'h4: segment[6:0] <= 7'b0011001;
			4'h5: segment[6:0] <= 7'b0010010;
			4'h6: segment[6:0] <= 7'b0000010;
			4'h7: segment[6:0] <= 7'b1111000;
			4'h8: segment[6:0] <= 7'b0000000;
			4'h9: segment[6:0] <= 7'b0010000;
			4'hA: segment[6:0] <= 7'b0001000;
			4'hB: segment[6:0] <= 7'b0000011;
			4'hC: segment[6:0] <= 7'b1000110;
			4'hD: segment[6:0] <= 7'b0100001;
			4'hE: segment[6:0] <= 7'b0000110;
			4'hF: segment[6:0] <= 7'b0001110;
		endcase
	end
endmodule
`timescale 1ns / 1ps
module ShiftReg(clk, pdata, sout);
	parameter WIDTH = 16;
	parameter DELAY = 12;
	input clk;
	input [WIDTH - 1:0] pdata;
	output [3:0] sout;
	assign sout = {sck, sdat, oe, clrn};
	wire sck, sdat, clrn;
	reg oe;
	reg [WIDTH:0] shift;
	reg [DELAY-1:0] counter = -1;
	wire sckEn;
	assign sckEn = |shift[WIDTH - 1:0];
	assign sck = ~clk & sckEn;
	assign sdat = shift[WIDTH];
	assign clrn = 1'b1;
	always @ (posedge clk)
	begin
		if(sckEn)
			shift <= {shift[WIDTH - 1:0], 1'b0};
		else
		begin
			if(&counter)
			begin
				shift <= {pdata, 1'b1};
				oe <= 1'b0;
			end
			else
				oe <= 1'b1;
			counter <= counter + 1'b1;
		end
	end
endmodule
[flow/run.sh]
#!/bin/bash
# OpenROAD 26Q1-2900-gdf79404cd8, Yosys 0.63+post, stock flow scripts
make -C /OpenROAD-flow-scripts/flow DESIGN_CONFIG=/design/flow/config.mk WORK_HOME=/design/flow/orfs finish
[flow/config.mk]
export PLATFORM = sky130hd
export DESIGN_NAME = Seg7Device
export DESIGN_NICKNAME = Seg7Device
export VERILOG_FILES = /design/flow/design.v
export SDC_FILE = /design/flow/constraint.sdc
export NUM_CORES = 4
export LEC_CHECK = 1
export CORE_UTILIZATION = 50
[flow/constraint.sdc]
current_design Seg7Device

set clk_period 6.4
set clk_io_pct 0.2

create_clock -name clk0 -period $clk_period [get_ports {clkIO}]

set non_clock_inputs [all_inputs -no_clocks]
set_input_delay [expr $clk_period * $clk_io_pct] -clock clk0 $non_clock_inputs
set_output_delay [expr $clk_period * $clk_io_pct] -clock clk0 [all_outputs]
==> metrics.csv <==
metric;value;unit
status;complete, no violations;
Initial Util;0.512;
IO Port Bufs;66;
final count of negative-setup-slack endpoints;0;
GPL Wtd Cong;0.862;
ys cells;557;
Crit path top cell by count;clkbuf_16;
final std cells w/o fill;746;
Post-synth seq share;0.401;
via count;4362;
Final WS setup;1.09;ns
Crit. End Element;output pin;
CP Launch Type;clock port;
Critical Path AT;4.03;ns
tool warnings;76;
Post-synth regs;78;
met3 routed WL;525;um
Top cells by area;edfxtp_1 40%, ha_1 12%, o211ai_1 7.2%;
postcts setup bufs;0;
adder share;0.123;
hold path depth;1;
final hold violations;0;
num ports;68;
Final ANT Viol Nets;0;
NetSw;285;uW
Netlist Area Pre-Place;5820;um2
GRT Residual Overflow;0;
simple share;0.114;
aoi share;0.209;
total power;1.28;mW
Seq pwr share;0.432;
asr flop ratio synth;0;
Total GRT Usage;0.223;
# placed instances;728;
Synth cell types;37;
Max VDD drop;168;uV
register area;2330;um2
max incr delay on CP;0.47;ns
DRT met1 WL;6.08;mm
slew margin rel.;0.452;
Lkg Pwr;2.77;nW
hold_sp;U2.shift[0]$_SDFFE_PP0P_;
CTS tree;yes;
number of diodes;0;
largest net degree at the start of global routing;79;
wire per inst;16.5;um
DRT Pass-1 Iters;8;
CP max FO;2;
critical path's slowest cell;clkdlybuf4s50_1;
post-CTS resize count;0;
Iteration-0 DRC Markers;281;
# rows;39;
cts hold-fix bufs;0;
WP data required;5.12;ns
YS chip area;5820;um2
crit path cell chain;clkbuf_16 -> clkbuf_16 -> nor2_1 -> clkdlybuf4s50_1;
Fill cells;922;
hold slack final;0.510;ns
Die Ht;110;um
first-pass GRT wire length;19.7;mm
dpl ws;1.40;ns
Combinational Power Share;0.150;
largest area contributor in the netlist;edfxtp_1;
Min-Delay Path Class;reg -> reg;
number of global-route vias before repair;3986;
setup TNS;0;ns
synth warn;3;
Clock Latency Late Sink;0.44;ns
Detailed Place HPWL;8.44;mm
average size of a mapped cell;10.5;um2
skew final;0.00415;ns
mux share;0.0765;
initial antenna violation count;0;
Post-synth top cells;77 x edfxtp_1, 57 x ha_1, 56 x o211ai_1;
dominant kind of combinational cell;AND-OR/OR-AND gates;
fraction of layout cells with a size suffix above 1;0.146;
Total Wirelength;12.3;mm
die area;12100;um2
top_reg_cell synth;edfxtp_1;
logic area;3150;um2
Met2 Routed Length;5.62;mm
Post-synth EDFFs;77;
chip width;110;um
fin. max-slew vios;0;
PD cells;187;nW/um2
DRC;0;
Top-area cell share;0.397;
hold endpoint;U2.shift[0]$_SDFFE_PP0P_;
max_cap viols;0;
core footprint;11400;um2
Reg clk slew, reported paths;0.05;ns
worst slew pin tran;0.822;ns
Post-Syn Instances;557;
reg2reg end;U2.shift[16]$_DFFE_PP_;
highest routed layer;met4;
XOR-XNOR Cells, Area Fraction;0.0150;
Setup Crit Path Kind;clk -> out;
unrepaired setup endpoints after global routing;no;
DR vias/cell;5.85;
Clk pwr share;0.419;
worst-case reg-to-reg path depth;5;
Int Power;995;uW
r2r setup slk;3.58;ns
count leader, synth;edfxtp_1;
Net Sw Frac;0.222;
Layout area overhead;17.4;%
Reg-to-Reg Start;U2.shift[8]$_DFFE_PP_;
==> cell type report <==
type                            instances  area share
Multi-Input combinational cell        394       0.460
Sequential cell                        78       0.341
Timing Repair Buffer                   69      0.0996
Clock buffer                           16      0.0471
Tap cell                              143      0.0262
Inverter                               43      0.0236
Clock inverter                          3     0.00183
==> worst max-delay path by stage <==
stage / start / end / slack [ns] / depth (start not counted)
4_1_cts: clkIO / sout[3] / 1.07 / 4
5_1_grt: clkIO / sout[3] / 1.05 / 4
6_report: clkIO / sout[3] / 1.09 / 4
==> kinds of logic (layout without fill, tap and decap cells) <==
family / Yosys count / in the layout
AND-OR/OR-AND: 158 / 158
multiplexers: 32 / 32
adder cells (fa/ha/maj): 57 / 57
XOR/XNOR: 10 / 10
AND/OR/NAND/NOR: 136 / 136
buffers and inverters: 85 / 131
flip-flops: 78 / 78
other: 1 / 1
==> sequential cells by signal, summed over array words and instances (netlist names) <==
name	flops
U2.shift	65
U2.counter	12
U2.oe	1
==> stage by stage <==
step / utilization / cell area, um2
2_1_floorplan: - / 5820
3_3_place_gp: 0.572 / 6510
3_5_place_dp: 0.572 / 6510
4_1_cts: 0.601 / 6830
5_1_grt: 0.601 / 6830
6_report: 0.601 / 6830
==> power groups by stage <==
| stage | sequential (mW) | combinational (mW) | clock (mW) |
|---|---|---|---|
| after CTS | 0.553 | 0.192 | 0.551 |
| final | 0.553 | 0.191 | 0.536 |
| after global routing | 0.552 | 0.214 | 0.580 |
==> routing by layer <==
metal / global-route usage / vias up
met5: 0 / -
met4: 0.0257 / 0
met3: 0.0375 / 7
met1: 0.378 / 2040
met2: 0.328 / 112
li1: - / 2203
==> cells in the final DEF, fill, tap and decap left out, types with 4 or more instances in the layout <==
master,synthesis,routed
o21ai_0,11,11
ha_1,57,57
o211ai_1,56,56
nand2_1,43,42
nand4_1,5,5
a31o_2,44,44
xnor2_1,8,8
a21oi_1,14,14
buf_4,7,4
nand3_1,31,31
o221ai_1,4,4
or2_2,5,5
clkdlybuf4s50_1,0,66
edfxtp_1,77,77
a31o_1,20,20
mux2i_1,13,13
mux4_2,9,9
inv_1,43,43
clkbuf_16,0,12
nor2_1,19,19
mux2_2,10,10
nand2b_1,11,11
nor4_1,16,16
==> worst max-delay path, delay by kind of cell <==
family,cells,cell delay (ns)
simple gates,1,0.11
buf+inv,3,0.72
No activity file was given, so power comes from the tool's default toggle rates.
