`design/flow/design.v`:
```
`timescale 1ns / 1ps
module ps2_keyboard (input clk, clrn, ps2_clk, ps2_data, rdn, 
            output [7:0] data, 
            output ready,overflow);
  reg overflow;      
  reg [3:0] count;      
  reg [9:0] buffer;      
  reg [7:0] fifo[7:0];    
  reg [2:0] w_ptr, r_ptr;   
  reg [2:0] ps2_clk_sync;
  always @ (posedge clk) begin
    ps2_clk_sync <= {ps2_clk_sync[1:0],ps2_clk};
  end
  wire sampling = ps2_clk_sync[2] & ~ps2_clk_sync[1];
  always @ (posedge clk) begin
    if (clrn == 0) begin
        count <= 0;
        w_ptr <= 0;
        r_ptr <= 0;
        overflow <= 0;
    end else if (sampling) begin
        if (count == 4'd10) begin
            if ((buffer[0] == 0) &&    
               (ps2_data) &&      
               (~buffer[9:1])) begin    
                   fifo[w_ptr] <= buffer[8:1];    
                   w_ptr <= w_ptr + 3'b1;
                   overflow <= overflow |  (r_ptr == (w_ptr + 3'b1));
                          end  
                   count <= 0;  
            end else begin
                   buffer[count] <= ps2_data;    
                   count <= count + 3'b1;    
            end
        end
        if (!rdn && ready) begin
          r_ptr <= r_ptr + 3'b1;
          overflow <= 0;
        end
   end
assign ready = (w_ptr != r_ptr);
assign data = fifo[r_ptr];
endmodule
module antiKeyboard(
    input data,
    input clk,
    output ready
);
reg [5:0]cnt;
always @(clk) begin
    if(data==8'h1c||data==8'h23||data==8'h1d||data==8'h1b)
        cnt<=cnt+1;
    else
        cnt<=0;
end
assign ready=cnt[4];
assign key_board=data;
endmodule
```
`design/flow/run.sh`:
```
#!/bin/bash
# OpenROAD 26Q1-2900-gdf79404cd8, Yosys 0.63+post, stock flow scripts
make -C /OpenROAD-flow-scripts/flow DESIGN_CONFIG=/design/flow/config.mk WORK_HOME=/design/flow/orfs finish
```
`design/flow/config.mk`:
```
export PLATFORM = sky130hd
export DESIGN_NAME = ps2_keyboard
export DESIGN_NICKNAME = ps2_keyboard
export VERILOG_FILES = /design/flow/design.v
export SDC_FILE = /design/flow/constraint.sdc
export NUM_CORES = 4
export LEC_CHECK = 1
export CORE_UTILIZATION = 40
```
`design/flow/constraint.sdc`:
```
current_design ps2_keyboard

set clk_period 4.3
set clk_io_pct 0.2

create_clock -name clk0 -period $clk_period [get_ports {clk}]

set non_clock_inputs [all_inputs -no_clocks]
set_input_delay [expr $clk_period * $clk_io_pct] -clock clk0 $non_clock_inputs
set_output_delay [expr $clk_period * $clk_io_pct] -clock clk0 [all_outputs]
```
==> summary.txt <==
Physical implementation status

The run finished with clean final reports. The floorplan utilization stands at around two fifths. The final clock skew stands at 0.01066 ns. The slowest stage of the critical path is the sky130_fd_sc_hd__dfxtp_1 cell. The count of antenna diodes in the layout stands at 0. In the placement report, post-DP HPWL is listed as approximately 4.7 mm. STA classifies the critical path startpoint as a flip-flop.

The final timing summary puts the cycle share of the worst path at about 74%. After synthesis, the share of flip-flops with an asynchronous set or reset is 0%. Setup repair after global routing left no endpoint under its margin. For the pin with the worst max-slew slack, the measured transition is approximately 0.81 ns. The worst relative slew slack stands at 46.08%.

Yosys mapped a number of flops with a built-in enable equal to ~77. Per the synthesis report, the dominant area consumer among library cells is sky130_fd_sc_hd__edfxtp_1. The critical path is of the flip-flop to output port type. The post-route netlist has 20.86% of its cells at a drive strength greater than 1. In the final layout, the fill cell count is 812. In this run the most critical hold path is launched from ps2_clk_sync[0]$_DFF_P_. The overall routing resource usage stands at 15.83%. The maximum level of the CTS H-tree stands at 3. As logged by OpenROAD, the buffers inserted on ports number 14.

The first-pass GRT wire length stands at 11.07 mm. The area recorded from the Yosys report for this design is 3924 sq um. The top cell type's share of synthesized area stands at 58.93%. TritonCTS built the clock tree.

The synthesis run shows the most used standard cells to be sky130_fd_sc_hd__edfxtp_1, sky130_fd_sc_hd__mux4_2, sky130_fd_sc_hd__nand2_1, sky130_fd_sc_hd__dfxtp_1, sky130_fd_sc_hd__nand3_1. After synthesis the netlist holds a flip-flop and latch count of slightly above 90. The synthesis report lists the Yosys warning total as 1.

The setup TNS after final layout stands at 0 ns. The critical path goes through mux4_2, mux2_2, clkdlybuf4s50_1. The most used flip-flop cell after synthesis is sky130_fd_sc_hd__edfxtp_1. In this run the full chip footprint comes out at 10210 sq um. The number of top-level pins stands at 15. Of the total power, the clock network draws about 33%.

The post-CTS clock slew at the launch and capture registers of the worst setup and hold paths stands at 0.09 ns. The count of maximum capacitance violations stands at 0. In this run the critical register-to-register path is captured at buffer[4]$_DFFE_PP_. Before antenna repair, the detailed router went through 4 iterations. The tool warning count for the run is 30. Nets still carrying antenna violations after routing amount to 0. The count of non-filler cells in the finished layout stands at 407. The placed instances occupy a cell area of 4245 sq um. The most frequently used library cell after synthesis is sky130_fd_sc_hd__edfxtp_1. The internal power component stands at 1509 uW. The aggregate routed wire length stands at 7.014 mm. The floorplan step set the die width to 101.0 um. The buffer count from post-CTS setup fixing stands at 0. Across the VDD grid, the largest voltage drop is 0.2215 mV. The worst register-to-register path begins at count[0]$_SDFFE_PN0P_. The y dimension of the die stands at 101.0 um. The maximum buffer depth of the clock tree stands at 2. Per the final report, max-transition violations number 0. The number of cells produced by synthesis stands at 248. After floorplanning, the core was divided into 35 placement rows. The number of antenna violations at the first check in global routing is 0. The number of setup violations in the final report stands at 0. The leftover overflow at the end of global routing stands at 0. The via count of the first global-routing pass is 2149. The congestion estimate from routability-driven global placement came to 0.8186. By area the synthesized netlist is led by sky130_fd_sc_hd__edfxtp_1, sky130_fd_sc_hd__mux4_2, sky130_fd_sc_hd__dfxtp_1, sky130_fd_sc_hd__mux2_2, sky130_fd_sc_hd__ha_1. The sequential cell area fraction in the yosys report stands at 66.07%. The report lists the number of cells resized after CTS as 0.

For this design the ratio of total power to cell area is 438.8 nW/um^2. The cts-stage hold buffer count stands at 0. The initial DRC count stands at 75. The final critical path time including I/O delays and setup stands at 3.181 ns. STA classifies the critical path endpoint as an output port.

The synthesized netlist occupies a cell area of 3924 sq um. The area of all placed cells without fillers stands at 4469 sq um. The insertion delay at the late pin of the worst-skew pair stands at 0.36 ns. The setup slack on the worst flop-to-flop path stands at 1.87 ns. The average cell area after synthesis stands at about 16 sq um.

The area added between synthesis and finish stands at 13.90%. Looking at the power breakdown, combinational cells take 15.1% of the total. The capture point of the critical path was reported as data[2]. The final tally of hold violations stands at 0. In this run the worst path has a maximum fanout of 16. The core utilization of the finished layout stands at 47.69%. On the final layout, the worst hold slack is 0.3318 ns.

Including well taps, the total number of placed cells is 391. The TritonCTS buffer count stands at 9. After synthesis, the netlist uses roughly 43 different library cells. The worst reg-to-reg path cell count stands at 6. The routed design shows a wire length per standard cell of 17.23 um. The switching part of the total power stands at 23.07%. The flow reports that sequential cells draw 52.2% of the design power. For this design the total switching power over the nets is 452.5 uW. The detail-routed via count per cell stands at ~5.3. Across all layers, the routed design uses approximately 2100 vias.

Entering global routing, the biggest net connects 17 pins. The critical path required time stands at between 3 and 4 ns. The tightest min-delay check is of the flip-flop to flip-flop type. The achievable frequency stands at between 0.3 and 0.4 GHz. The DRC violation total left in the routed layout is recorded as 0.

STA puts the critical path data arrival time at 2.32 ns. The leakage power summed over all cells stands at between 0.001 and 0.0015 uW. Yosys stat counts ~250 cells in the synthesized netlist.

Among all stages on the critical path, the maximum delay recorded is about 0.86 ns. The TritonCTS sink count stands at 91. According to the floorplan report, the placeable core area is about 9400 sq um. The tree is rooted in a sky130_fd_sc_hd__clkbuf_8.
## worst max-delay path: cells and delay by family, from the launching register on
| kind | cells | cell delay, ns |
|---|---|---|
| flops | 1 | 0.86 |
| buf+inv | 1 | 0.40 |
| mux | 2 | 0.71 |
## final cells by class
| type | count | area [sq um] | share of cell area (%) |
|---|---|---|---|
| clock buffer | 10 | 127.6 | 2.856 |
| tap | 129 | 161.4 | 3.611 |
| inverter | 7 | 26.28 | 0.5879 |
| clock inverter | 6 | 96.34 | 2.156 |
| sequential | 91 | 2592 | 58.01 |
| timing repair buffer | 23 | 207.7 | 4.647 |
| multi-input combinational | 141 | 1257 | 28.14 |
## placed cells by master (no fill, tap or decap), drive strengths merged, types with 2 or more instances in the layout
cell,count
nand3b,2
nor3,3
xnor2,5
a21o,3
mux2,11
a31o,2
dfxtp,14
nand2b,5
o21ai,5
nand2,15
nor4,7
buf,9
or4,2
or2,2
a21oi,6
edfxtp,77
bufinv,2
nand3,13
inv,9
mux4,16
o211ai,3
clkdlybuf4s50,14
nand4,3
o2bb2ai,6
nor2,9
o21a,2
xor2,3
ha,8
clkbuf,10
## routing by layer
metal	vias to the layer above	GRT usage, %	share of wire, %
met5	-	0	0
met1	1056	21.91	43
met2	59	26.27	50
met3	11	5.430	5.3
met4	0	2.230	1.9
li1	1023	-	-
## worst min path at each step
stage                          to  cells past startpoint  slack, ns
6_report  ps2_clk_sync[1]$_DFF_P_                      0       0.33
4_1_cts   ps2_clk_sync[1]$_DFF_P_                      0       0.33
5_1_grt   ps2_clk_sync[1]$_DFF_P_                      0       0.35
## state kept, by name, indices dropped and copies added, names as in the netlist, named ones only
name / flops
fifo: 64
buffer: 10
count: 4
ps2_clk_sync: 3
r_ptr: 3
w_ptr: 3
overflow: 1
## stage by stage
step | total power [uW] | worst slack [ns]
2_1_floorplan | 1223 | 1.650
6_report | 1961 | 1.119
5_1_grt | 2042 | 0.9751
3_5_place_dp | 1348 | 1.418
3_3_place_gp | 1348 | 1.415
4_1_cts | 1984 | 1.073
## power groups by stage
stage	sequential (uW)	clock (uW)	combinational [uW]
global route	1030	687	325
CTS	1030	655	304
finish	1020	642	296
## logic make-up after synthesis
group	Yosys count	synth area share, %
AND-OR/OR-AND	29	5.102
XOR/XNOR	8	1.786
multiplexers	27	12.44
buffers and inverters	16	1.881
flip-flops	91	66.07
AND/OR/NAND/NOR	69	10.17
adder cells (fa/ha/maj)	8	2.551
Power and IR drop assume default switching activity.
