--- design/flow/design.v ---
`timescale 1ns / 1ps
module vgac (vga_clk,clrn,d_in,row_addr,col_addr,rdn,r,g,b,hs,vs);  
   input     [11:0] d_in;      
   input            vga_clk;   
   input            clrn;
   output reg [8:0] row_addr;  
   output reg [9:0] col_addr;  
   output reg [3:0] r,g,b;  
   output reg       rdn;       
   output reg       hs,vs;     
   reg [9:0] h_count;  
   always @ (posedge vga_clk) begin
       if (!clrn) begin
           h_count <= 10'h0;
       end else if (h_count == 10'd799) begin
           h_count <= 10'h0;
       end else begin 
           h_count <= h_count + 10'h1;
       end
   end
   reg [9:0] v_count;  
   always @ (posedge vga_clk or negedge clrn) begin
       if (!clrn) begin
           v_count <= 10'h0;
       end else if (h_count == 10'd799) begin
           if (v_count == 10'd524) begin
               v_count <= 10'h0;
           end else begin
               v_count <= v_count + 10'h1;
           end
       end
   end
    wire  [9:0] row    =  v_count - 10'd35;      
    wire  [9:0] col    =  h_count - 10'd143;     
    wire        h_sync = (h_count > 10'd95);     
    wire        v_sync = (v_count > 10'd1);      
    wire        read   = (h_count > 10'd142) &&  
                         (h_count < 10'd783) &&  
                         (v_count > 10'd34)  &&  
                         (v_count < 10'd515);    
    always @ (posedge vga_clk) begin
        row_addr <=  row[8:0];  
        col_addr <=  col;       
        rdn      <= ~read;      
        hs       <=  h_sync;    
        vs       <=  v_sync;    
        r        <=  rdn ? 4'h0 : d_in[3:0];  
        g        <=  rdn ? 4'h0 : d_in[7:4];  
        b        <=  rdn ? 4'h0 : d_in[11:8];  
    end
endmodule
--- design/flow/run.sh ---
#!/bin/bash
# OpenROAD 26Q1-2900-gdf79404cd8, Yosys 0.63+post, stock flow scripts
make -C /OpenROAD-flow-scripts/flow DESIGN_CONFIG=/design/flow/config.mk WORK_HOME=/design/flow/orfs finish
--- design/flow/config.mk ---
export PLATFORM = sky130hd
export DESIGN_NAME = vgac
export DESIGN_NICKNAME = vgac
export VERILOG_FILES = /design/flow/design.v
export SDC_FILE = /design/flow/constraint.sdc
export NUM_CORES = 4
export LEC_CHECK = 1
export CORE_AREA = 10 10 114 114
export DIE_AREA = 0 0 124 124
--- design/flow/constraint.sdc ---
current_design vgac

set clk_period 2.9
set clk_io_pct 0.2

create_clock -name clk0 -period $clk_period [get_ports {vga_clk}]

set non_clock_inputs [all_inputs -no_clocks]
set_input_delay [expr $clk_period * $clk_io_pct] -clock clk0 $non_clock_inputs
set_output_delay [expr $clk_period * $clk_io_pct] -clock clk0 [all_outputs]
==> deck_impl_summary.md <==
Synthesis and Place & Route Summary

Clocking
  • Sink Count: 54
  • Reg clk slew, reported paths: 90 ps
  • CTS buffer count: 5
  • Clock Tree Buf Depth: 2
  • Cts repair resizes: 0
  • Cts hold-fix bufs: 0
  • Clock latency (worst-skew pair): 300 ps
  • Post-CTS setup buffers: 0
  • Root Buffer: clkbuf_8
  • TritonCTS clock tree: done
  • H-tree levels: 2

Detailed routing
  • Top sig layer: met4
  • Vias per inst: 3.98
  • Met2 WL: 1830 µm
  • DR WL met3: 466 µm
  • Via count: 1,483
  • Drt pass-1 iters: 4
  • DRT iter0 DRCs: 68
  • Antenna viol nets, final: 0
  • WL final: 4400 µm
  • M1 WL: 2030 µm
  • DR WL/cell: 11.8 µm
  • Antenna Cells: 0
  • DRC Markers: 0

Worst hold path
  • Hold path startpoint: h_count[0]
  • Hold Path Class: register to register
  • Hold Path Sink: col_addr[0]
  • Hold Path Depth: 1

STA
  • Final Hold Viols: 0
  • RSZ-0062 raised after global routing: false
  • Least-Margin Pin Slew: 472 ps
  • PnR worst setup slack: 873 ps
  • Final setup vio count: 0
  • Period utilization: 69.9%
  • Max frequency: 0.493 GHz
  • Slew HR: 68.1%
  • Final clock skew: 5.76 ps
  • Slew Limit Fails: 0
  • Sum Neg Setup Slack: 0 ps
  • Tmin final: 2030 ps

Die
  • Chip Height: 124 µm
  • Die W: 124 µm
  • Rows: 37
  • Core area: 10,400 µm²
  • FP Core Util: 20.3%
  • Boundary Pins: 48
  • DIE AREA: 15,400 µm²

Logic synthesis
  • Post-synth top area share: 41.7%
  • Sequential share of the synthesized area: 53.6%
  • Top cells by area: dfxtp_1 (42%), dfrtp_1 (12%), xor2_1 (6.2%), ha_1 (4.1%), nor2b_1 (3.9%)
  • Yosys Chip Area: 2110 µm²
  • Mapped Area: 2110 µm²
  • Synth async-reset ratio: 18.5%
  • Unique cell types: 44
  • Post-synth EDFFs: 0
  • Top FF cell, synth: dfxtp_1
  • Synth area leader: dfxtp_1
  • Flops after synth: 54
  • Synthesized area per cell: 10.7 µm²
  • Mapped Cells: 197
  • Synth Warn #: 1
  • # Cells Yosys: 197

Power
  • Sw frac: 20.6%
  • Combinational Power Share: 3.5%
  • Clock power share: 34.9%
  • Reg power frac: 61.7%
  • LEAKAGE: 1.09 nW
  • Psw: 0.253 mW
  • VDD IR-drop max: 0.000206 V
  • Power Density: 444 nW/µm²
  • Pint: 0.975 mW

Setup path
  • WS Path Type: register to register
  • Critical path data required time: 3100 ps
  • WP depth: 5
  • Critical path endpoint category: register
  • WP data arrival: 2230 ps
  • R2r setup slk: 870 ps
  • Critical-path cell list: ha_1 > and3_1 > nand4_1 > nor2_1 > mux2_2
  • Maximum fanout along the worst path: 11
  • CP top delay family: simple AND/OR/NAND/NOR gates
  • Worst setup SP type: register
  • R2R depth: 5
  • Worst r2r src: h_count[0]
  • Max stage delay cell, worst path: nand4_1
  • RR Endpoint: v_count[4]
  • Max stage delay on crit path: 420 ps
  • Buf+Inv Stages, Crit Path: 0

Flow run
  • Log Warnings: 30
  • Max-cap violations: 0

GRT
  • Vias in the first global route: 1,413
  • Grt total ovfl: 0
  • Largest net degree at the start of global routing: 17
  • First-pass GRT wire length: 7070 µm
  • Total GRT Usage: 5.55%
  • Initial antenna violation count: 0

Place
  • Placed cell area: 2670 µm²
  • HPWL Detailed: 3230 µm
  • DP Worst Slack: 917 ps
  • PortBufs: 47
  • GPL Wtd Cong: 0.858

Run status
  • Run status: finished, final reports clean

Layout
  • Design area: 2770 µm²
  • Dominant logic cell type in the layout: clkdlybuf4s50_1
  • P&R area growth vs syn: 31.1%
  • Top cells excl fill/tap: clkdlybuf4s50_1 (47), dfxtp_1 (44), xor2_1 (15)
  • Fraction of layout cells with a size suffix above 1: 7.17%
  • Fillers: 1,086
worst max path at each step:
| stage | from | to | slack (ps) |
|---|---|---|---|
| 6_report | h_count[0] | v_count[4] | 870 |
| 5_1_grt | h_count[0] | v_count[4] | 710 |
| 4_1_cts | rdn | rdn | 840 |
metal layers:
layer / track usage (%) / vias to the layer above
met4: 1.08 / 0
li1: - / 745
met3: 1.56 / 4
met5: 0 / -
met2: 8.21 / 55
met1: 8.04 / 679
sequential cells by signal, summed over array words and instances (netlist names):
signal and cells:
h_count 10, hs 1, r 4, b 4
v_count 10, g 4, col_addr 10, vs 1
rdn 1, row_addr 9
cells in the mapped netlist (2+ instances only):
cell type,n
nand2_1,8
inv_1,4
nor2b_1,13
xor2_1,15
o41ai_1,2
dfrtp_1,10
and3_1,4
and2_1,2
nand4_1,7
clkbuf_1,5
mux2_2,2
nand3_1,5
xnor2_1,7
and4_1,2
dfxtp_1,44
o21ai_0,5
ha_1,7
buf_2,8
nor3_1,7
nor2_1,10
a21oi_1,4
o31ai_1,3
buf_4,2
power groups by stage:
stage	Clock, mW	Combinational (mW)	Sequential, mW
4_1_cts	0.447	0.0440	0.758
5_1_grt	0.479	0.0484	0.759
6_report	0.428	0.0426	0.757
layout make-up:
cell class / instances / area (µm²) / share of cell area [%]
Sequential cell: 54 / 1130 / 40.9
Clock buffer: 6 / 82.6 / 2.98
Inverter: 4 / 15.0 / 0.542
Timing Repair Buffer: 48 / 478 / 17.3
Clock inverter: 2 / 11.3 / 0.407
Multi-Input combinational cell: 123 / 880 / 31.8
Tap cell: 136 / 170 / 6.15
metrics by stage:
| stage | power [mW] | hold slack [ps] | cells | util (%) |
|---|---|---|---|---|
| floorplan | 0.782 | 284 | 197 | - |
| global placement | 0.818 | 437 | 365 | 25.7 |
| detailed placement | 0.818 | 446 | 365 | 25.7 |
| CTS | 1.25 | 467 | 373 | 26.6 |
| global route | 1.29 | 515 | 373 | 26.6 |
| finish | 1.23 | 469 | 373 | 26.6 |
kinds of logic (layout without fill, tap and decap cells):
| family | Yosys count | in the layout | share of synthesized area (%) |
|---|---|---|---|
| AND-OR/OR-AND | 24 | 24 | 7.94 |
| flip-flops | 54 | 54 | 53.6 |
| adder cells (fa/ha/maj) | 7 | 7 | 4.15 |
| AND/OR/NAND/NOR | 67 | 67 | 18.9 |
| XOR/XNOR | 22 | 22 | 9.13 |
| buffers and inverters | 20 | 60 | 4.74 |
| multiplexers | 3 | 3 | 1.54 |
Power and IR drop assume default switching activity.
